### config.mk
export PLATFORM = sky130hd
export DESIGN_NAME = led_module
export DESIGN_NICKNAME = led_module
export VERILOG_FILES = /design/flow/design.v
export SDC_FILE = /design/flow/constraint.sdc
export NUM_CORES = 4
export LEC_CHECK = 1
export CORE_AREA = 10 10 78 78
export DIE_AREA = 0 0 88 88
### constraint.sdc
current_design led_module

set clk_period 1.0
set clk_io_pct 0.2

create_clock -name clk0 -period $clk_period [get_ports {sys_clk}]

set non_clock_inputs [all_inputs -no_clocks]
set_input_delay [expr $clk_period * $clk_io_pct] -clock clk0 $non_clock_inputs
set_output_delay [expr $clk_period * $clk_io_pct] -clock clk0 [all_outputs]
### design.v
module led_module (
    input              sys_clk   ,        
    input              sys_rst_n ,        
    input       [3:0]  state     ,        
    input       [3:0]  key       ,
    output reg  [23:0]  led               
);
parameter  Yellow_Count = 20000;      
reg    [24:0]     count;              
always @(posedge sys_clk or negedge sys_rst_n)begin                                  
    if(!sys_rst_n)                                                                   
        count <= 25'b0;                                                                
    else if (count < Yellow_Count - 1'b1)                                                                                                        
        count <= count + 1'b1;                                                                                                                                                                                                                                                             
    else                                                                             
        count <= 25'b0;                                                                
end                                                                                  
always @(posedge sys_clk or negedge sys_rst_n)begin                                  
    if(!sys_rst_n)                                                                   
        led <= 24'b100_100_100_100_100_100_100_100;
    else if(key[0] == 1'b0)
        led <= 24'b010_100_010_100_100_100_100_100;
	 else if(key[1] == 1'b0)
        led <= 24'b100_010_100_010_100_100_100_100;
	 else if(key[2] == 1'b0)
        led <= 24'b001_001_001_001_001_001_001_001;
    else begin                                                                       
        case(state)                                                                   
            4'b0000: led <= 24'b010_100_010_100_100_100_100_100;   
            4'b0001: led <= 24'b001_100_001_100_100_100_100_100; 
            4'b0010: led <= 24'b100_100_100_100_010_100_010_100;
            4'b0011: led <= 24'b100_100_100_100_001_100_001_100;
				4'b0100: led <= 24'b100_010_100_010_100_100_100_100;
				4'b0101: led <= 24'b100_001_100_001_100_100_100_100;
            4'b0110:	led <= 24'b100_100_100_100_100_010_100_010;
            4'b0111:	led <= 24'b100_100_100_100_100_001_100_001; 
            default: led <= 24'b010_100_010_100_100_100_100_100;                                                  
        endcase                                                                      
    end                                                                              
end  
endmodule             
### run.sh
#!/bin/bash
# OpenROAD 26Q1-2900-gdf79404cd8, Yosys 0.63+post, stock flow scripts
make -C /OpenROAD-flow-scripts/flow DESIGN_CONFIG=/design/flow/config.mk WORK_HOME=/design/flow/orfs finish
==> results.txt <==
Figures from the implementation reports.

- The run finished, with violations left.
- The final reports fail on setup timing.
- OpenROAD reports that the post-layout worst path occupies 105% of the period.
- The total of buffers placed on input and output ports reads 32.
- The number of warnings the tools reported reads 28.
- The standard cell with the maximum stage delay on the critical path is dfstp_2.
- The worst hold slack reads 0.292 ns.
- The final antenna-violating net count is 0.
- The number of vias per cell after detailed routing is 3.55.
- The sequential fraction of design power reads 44.1%.
- The number of buffers created by CTS is 3.
- Timing would allow up to 950 MHz.
- The detailed placer's ending HPWL reads 1360 um.
- The final sum of negative setup slack is -0.379 ns.
- The headroom to the max-slew limit is 83.6%.
- The largest net degree at the start of global routing is 13.
- The final critical-path required period is 1.05 ns.
- The kind of path behind the tightest hold check reads input pin to async pin.
- Ranked by total cell area, the synthesized netlist is headed by dfrtp_1 35%, dfstp_2 18%, buf_4 17%.
- The hold violation total from the final report reads 0.
- The global routing report lists combined usage of all routing layers as 3.95%.
- CTS built an H-tree with a depth of 1.
- The post-route netlist has 51.2% of its cells at a drive strength greater than 1.
- The number of maximum-capacitance constraint violations reads 0.
- The required arrival time at the worst endpoint reads 0.80 ns.
- STA classifies the critical path startpoint as a flip-flop.
- The cell count after synthesis is 54.
- The largest area contributor in the synthesized netlist reads dfrtp_1.
- The met2 layer usage reported by global route is 5.95%.
- The global placer's final weighted congestion reads 0.852.
- The root buffer cell is clkbuf_8.
- The clock group share of total power is 42.3%.
- The total congestion overflow is 0.
- For this run, asynchronously set or reset flops after synthesis account for 100%.
- The via count of the first global-routing pass is 483.
- The cell leakage power is 0.000430 uW.
- The overall die height reads 88 um.
- In the final layout, the registers with the most flip-flops are led: 12 flops.
- Of the total power, combinational logic draws 13.6%.
- The fraction of met3 tracks used by global routing reads 2.06%.
- The total vias in the final route is 483.
- The report lists the cells along the critical path as buf_2.
- The nature of the critical path endpoint reads an output port.
- The critical setup path kind is flip-flop to output port.
- The number of iterations in the first detailed-routing pass reads 3.
- The number of remaining DRC errors is 0.
- The count of inserted antenna diode cells reads 0.
- The flip-flop count of the largest register after layout reads 12.
- The script computed a power per unit cell area of 1360 nW/um2.
- The number of violations reported at the end of detailed-routing iteration 0 reads 6.
- The warning tally printed by Yosys for this design is 1.
- The post-synthesis sequential area ratio reads 53.0%.
- The netlist area before placement reads 576 um2.
- The most utilized layer in the global route result is met2.
- The final worst setup slack reads -0.0527 ns.
- The number of distinct library cells after synthesis reads 18.
- The clock slew seen by the registers of the worst setup and hold paths reads 0.05 ns.
- The floorplan report gives the top-level pin count as 34.
- Broken down by cell family, the worst path's largest delay share belongs to flip-flops.
- The floorplan has 24 rows.
- Yosys mapped a number of flops with a built-in enable equal to 0.
- The first global-routing pass estimated 2480 um of wire.
- The maximum fanout along the worst path reads 2.
- The largest single stage delay on the critical path is 0.53 ns.
- The post-synth area from yosys stat is 576 um2.
- The total clock sinks is 12.
- The CTS tree reads built.
- The total of endpoints with negative setup slack in the final report reads 8.
- The average cell area after synthesis reads 10.7 um2.
- The register name with the most flops reads led.
- On the critical path the data arrives at 0.85 ns.
- The power consumption is 1190 uW.
- The total wire length reads 1600 um.
- The switching share of power is 19.9%.
- The worst VDD IR drop from the latest analysis is 320 uV.
- The routed length per instance is 11.8 um.
- The hold buffer count at CTS is 0.
- Per the OpenROAD floorplan log, the area of the core is 4410 um2.
- The count of cell instances traversed by the critical path is 1.
- Setup repair after global routing could not meet its margin everywhere.
- Looking at the cell usage after synthesis, the top flip-flop cell is dfrtp_1.
- The horizontal die dimension reads 88 um.
- In this run the full chip footprint comes out at 7740 um2.
- The maximum number of buffers from clock root to sink reads 2.
- For this design the total switching power over the nets is 237 uW.
- By count the netlist is led by 13 x buf_4, 8 x dfrtp_1, 4 x a21oi_1, 4 x dfstp_2, 4 x nand2_1.
- The floorplan step records an initial core utilization of 13.0%.
- Counting pins that exceed their max-slew limit in the final report gives 0.
- The number of synthesized register bits reads 12.
- The number of setup buffers added after CTS is 0.
- The transition at the pin with the smallest max-transition slack reads 0.245 ns.
- The internal portion of the total power is 954 uW.
- The timing report notes that buffer and inverter cells on the critical path total 1.
- The met1 layer usage reported by global route reads 4.77%.
- The synthesis-to-layout area growth is 51.7%.
- The number of antenna violations at the first check in global routing is 0.
- The area share of the largest cell type after synthesis is 34.8%.
- The number of cells in the yosys synthesis report reads 54.
- The most used standard cell by instance count after synthesis is buf_4.
==> cell type report <==
class                   count  area (um2)
fillers                   469        3540
flip-flops and latches     12         305
repair buffers             39         263
multi-input cells          28         181
well taps                  52        65.1
clock buffers               4        55.1
inverters                   1        3.75
==> routing by layer <==
layer / wire length, um / vias to the layer above
met5: 0 / -
met4: 34 / 0
met3: 236 / 2
met2: 689 / 21
met1: 640 / 230
li1: - / 230
==> how the worst max path moves through the flow <==
stage	from	to
final	led[17]$_DFF_PN1_	led[17]
after CTS	led[8]$_DFF_PN1_	led[8]
after global routing	led[20]$_DFF_PN1_	led[14]
==> repair_timing <==
| action | in CTS | in global routing |
|---|---|---|
| endpoints found under the setup margin | 35 | 15 |
| resized | 73 | 7 |
| pin swaps | 1 | 0 |
==> stage by stage <==
step | util, % | instance area (um2) | setup slack, ns | instances
finish | 19.8 | 873 | -0.0527 | 136
CTS | 20.2 | 891 | -0.0655 | 136
global route | 19.8 | 873 | -0.0934 | 136
global placement | 21.0 | 928 | -0.374 | 132
detailed placement | 21.0 | 928 | -0.411 | 132
floorplan | - | 576 | 0.141 | 54
==> power by group through the flow <==
stage                 sequential, uW  clock, uW  combinational, uW
after CTS                        528        514                166
final                            526        504                162
after global routing             529        541                182
==> logic make-up (layout without fill, tap and decap cells) <==
kind of cell	count (synthesis)	count (layout)	share of synthesized area, %
simple gates	18	18	18.5
buf+inv	14	44	17.6
compound gates	10	10	10.9
flops	12	12	53.0
==> cell usage in the layout (no fill, tap or decap), types with 2 or more instances in the layout <==
cell type / netlist / layout
clkbuf_2: 0 / 5
clkdlybuf4s50_1: 0 / 3
nand2_1: 4 / 4
dlygate4sd2_1: 0 / 4
nand3_1: 3 / 3
buf_2: 0 / 19
a21boi_1: 2 / 2
a21oi_1: 4 / 4
clkbuf_8: 0 / 4
o21ai_0: 2 / 2
buf_4: 13 / 6
nor3_1: 3 / 2
dfstp_2: 4 / 4
dfrtp_1: 8 / 8
nand3b_1: 3 / 3
Power and IR drop assume default switching activity.
