==> ./design.v <==
module  state_trans_model(
    input               sys_clk   ,         
    input               sys_rst_n ,         
    output  reg  [3:0]  state     ,         
    output  reg  [9:0]  n_time    ,         
    output  reg  [9:0]  e_time    ,         
	 output  reg  [9:0]  s_time    ,         
    output  reg  [9:0]  w_time    ,         
	 output  reg  [9:0]  nl_time    ,         
    output  reg  [9:0]  el_time    ,         
	 output  reg  [9:0]  sl_time    ,         
    output  reg  [9:0]  wl_time              
    );
parameter  TIME_LED_NSY    = 3;               
parameter  TIME_LED_NSR    = 60;               
parameter  TIME_LED_NSG    = 27;              
parameter  TIME_LED_WEY    = 3;               
parameter  TIME_LED_WER    = 60;              
parameter  TIME_LED_WEG    = 27;              
parameter  WIDTH         = 25000000;        
reg    [5:0]     time_cnt;                  
reg    [24:0]    t_count;                   
reg              clk_t;                     
always @(posedge sys_clk or negedge sys_rst_n)begin
    if(!sys_rst_n)begin
        t_count <= 25'b0;
		  clk_t <= 1'b0;
	 end
    else if (t_count < WIDTH - 1'b1)begin
        t_count <= t_count + 1'b1;
		  clk_t <=  clk_t;
	 end
    else begin
        t_count <= 25'b0;
		  clk_t <= ~ clk_t;
	 end
end 
always @(posedge clk_t or negedge sys_rst_n)begin
    if(!sys_rst_n)begin        
        state <= 4'd0;
        time_cnt <= TIME_LED_NSG ;             
    end 
    else begin
        case (state)
            4'b0000:  begin                     
				    n_time  <= time_cnt - 1'b1;     
                e_time  <= time_cnt + TIME_LED_NSY*2+TIME_LED_NSG- 1'b1 ;      
	             s_time  <= time_cnt - 1'b1;        
                w_time  <= time_cnt + TIME_LED_NSY*2+TIME_LED_NSG- 1'b1 ; 
					 nl_time  <= time_cnt + TIME_LED_NSY- 1'b1;      
                el_time  <= time_cnt + TIME_LED_NSY*2+TIME_LED_NSG+TIME_LED_WEG+TIME_LED_WEY- 1'b1 ;       
	             sl_time  <= time_cnt + TIME_LED_NSY - 1'b1;            
                wl_time  <= time_cnt + TIME_LED_NSY*2+TIME_LED_NSG+TIME_LED_WEG+TIME_LED_WEY- 1'b1 ;    
                if (time_cnt > 1)begin       
                    time_cnt <= time_cnt - 1'b1;
                    state <= state;
                end 
                else begin
                    time_cnt <= TIME_LED_NSY;  
                    state <= 4'b0001;          
						  n_time  <= TIME_LED_NSY;                 
                    e_time  <= TIME_LED_WER-TIME_LED_NSG;    
	                 s_time  <= TIME_LED_NSY;              
                    w_time  <= TIME_LED_WER-TIME_LED_NSG;    
						  nl_time  <= TIME_LED_NSY;                  
                    el_time  <= TIME_LED_WER+TIME_LED_NSY;           
	                 sl_time  <= TIME_LED_NSY;              
                    wl_time  <= TIME_LED_WER+TIME_LED_NSY; 
                end 
            end 
            4'b0001:  begin                    
                n_time  <= time_cnt - 1'b1;                 
                e_time  <= TIME_LED_NSG+TIME_LED_NSY*2+time_cnt - 1'b1;     
	             s_time  <= time_cnt - 1'b1;               
                w_time  <= TIME_LED_NSG+TIME_LED_NSY*2+time_cnt - 1'b1;  
					 nl_time  <= time_cnt- 1'b1;      
                el_time  <= time_cnt + TIME_LED_NSY+TIME_LED_NSG+TIME_LED_WEG+TIME_LED_WEY- 1'b1 ;       
	             sl_time  <= time_cnt- 1'b1;            
                wl_time  <= time_cnt + TIME_LED_NSY+TIME_LED_NSG+TIME_LED_WEG+TIME_LED_WEY- 1'b1 ;
                if (time_cnt > 1)begin
                    time_cnt <= time_cnt - 1'b1;
                    state <= state;
                end 
                else begin
                    time_cnt <= TIME_LED_NSG;  
                    state <= 4'b0010;          
						  e_time  <= TIME_LED_NSY+TIME_LED_NSG ;         
                    s_time  <= TIME_LED_NSY+TIME_LED_NSG+TIME_LED_NSR;    
	                 w_time  <= TIME_LED_NSY+TIME_LED_NSG ;                
                    n_time  <= TIME_LED_NSY+TIME_LED_NSG+TIME_LED_NSR; 
						  nl_time  <= TIME_LED_NSG;                  
                    el_time  <= TIME_LED_WER;                
	                 sl_time  <= TIME_LED_NSG;              
                    wl_time  <= TIME_LED_WER; 
                end 
            end 
            4'b0010:  begin                    
                e_time  <= TIME_LED_NSY+time_cnt - 1'b1;          
                s_time  <= TIME_LED_WER+time_cnt + TIME_LED_NSY - 1'b1;          
	             w_time  <= TIME_LED_NSY+time_cnt - 1'b1;            
                n_time  <= TIME_LED_WER+time_cnt + TIME_LED_NSY - 1'b1;
					 nl_time  <= time_cnt- 1'b1;      
                el_time  <= time_cnt+TIME_LED_NSY+TIME_LED_WEY+TIME_LED_WEG- 1'b1 ;          
	             sl_time  <= time_cnt- 1'b1;            
                wl_time  <= time_cnt+TIME_LED_NSY+TIME_LED_WEY+TIME_LED_WEG- 1'b1 ; 
                if (time_cnt > 1)begin
                    time_cnt <= time_cnt - 1'b1;
                    state <= state;
                end 
                else begin
                    time_cnt <= TIME_LED_NSY;  
                    state <= 4'b0011;          
						  e_time  <= TIME_LED_NSY;                  
                    s_time  <= TIME_LED_NSY+TIME_LED_WER;                
	                 w_time  <= TIME_LED_NSY;               
                    s_time  <= TIME_LED_NSY+TIME_LED_WER; 
						  nl_time  <= TIME_LED_NSY;                  
                    el_time  <= TIME_LED_NSY+TIME_LED_WEY+TIME_LED_WEG;                
	                 sl_time  <= TIME_LED_NSY;              
                    wl_time  <= TIME_LED_NSY+TIME_LED_WEY+TIME_LED_WEG;    
                end 
            end 
            4'b0011:  begin                    
                e_time  <= time_cnt - 1'b1;                 
                s_time  <= TIME_LED_NSR+time_cnt - 1'b1;            
	             w_time  <= time_cnt - 1'b1;            
                n_time  <= TIME_LED_NSR+time_cnt - 1'b1; 
					 el_time  <= TIME_LED_WEY+ TIME_LED_WEG+time_cnt - 1'b1;          
                sl_time  <= time_cnt - 1'b1;          
	             wl_time  <= TIME_LED_WEY+ TIME_LED_WEG+time_cnt - 1'b1;                
                nl_time  <= time_cnt - 1'b1; 
                if (time_cnt > 1)begin
                    time_cnt <= time_cnt - 1'b1;
                    state <= state;
                end 
                else begin
                    time_cnt <= TIME_LED_WEG;
                    state <= 4'b0100;           
						  n_time  <= TIME_LED_NSR;                
                    e_time  <= TIME_LED_WEG;            
	                 s_time  <= TIME_LED_NSR;               
                    w_time  <= TIME_LED_WEG; 
						  nl_time  <= TIME_LED_WER+TIME_LED_NSG+TIME_LED_NSY;                  
                    el_time  <= TIME_LED_WEY+TIME_LED_WEG;                
	                 sl_time  <= TIME_LED_WER+TIME_LED_NSG+TIME_LED_NSY;               
                    wl_time  <= TIME_LED_WEY+TIME_LED_WEG;   
                end 
            end		
	            4'b0100:  begin                    
                e_time  <= time_cnt - 1'b1;                 
                s_time  <= TIME_LED_WEY+TIME_LED_WEG+TIME_LED_WEY+time_cnt - 1'b1;            
	             w_time  <= time_cnt - 1'b1;            
                n_time  <= TIME_LED_WEY+TIME_LED_WEG+TIME_LED_WEY+time_cnt - 1'b1; 
					 el_time  <= TIME_LED_WEY+time_cnt - 1'b1;          
                sl_time  <= TIME_LED_NSR+TIME_LED_WEY+time_cnt - 1'b1;          
	             wl_time  <= TIME_LED_WEY+time_cnt - 1'b1;                
                nl_time  <= TIME_LED_NSR+TIME_LED_WEY+time_cnt - 1'b1;   
                if (time_cnt > 1)begin
                    time_cnt <= time_cnt - 1'b1;
                    state <= state;
                end 
                else begin
                    time_cnt <= TIME_LED_WEY;
                    state <= 4'b0101;           
						  n_time  <= TIME_LED_WEG+TIME_LED_WEY*2;                
                    e_time  <= TIME_LED_WEY;            
	                 s_time  <= TIME_LED_NSR;               
                    w_time  <= TIME_LED_WEY; 
						  nl_time  <= TIME_LED_NSR+TIME_LED_WEY;                  
                    el_time  <= TIME_LED_WEY;                
	                 sl_time  <= TIME_LED_NSR+TIME_LED_WEY;              
                    wl_time  <= TIME_LED_WEY;   
                end 
            end	
	            4'b0101:  begin                    
                e_time  <= time_cnt - 1'b1;           
                s_time  <= TIME_LED_WEG+TIME_LED_WEY+time_cnt - 1'b1;            
	             w_time  <= time_cnt - 1'b1;            
                n_time  <= TIME_LED_WEG+TIME_LED_WEY+time_cnt - 1'b1;   
					 el_time  <= time_cnt - 1'b1;          
                sl_time  <= TIME_LED_NSR+time_cnt - 1'b1;           
	             wl_time  <= time_cnt - 1'b1;            
                nl_time  <= TIME_LED_NSR+time_cnt - 1'b1; 
                if (time_cnt > 1)begin
                    time_cnt <= time_cnt - 1'b1;
                    state <= state;
                end 
                else begin
                    time_cnt <= TIME_LED_WEG;
                    state <= 4'b0110;           
						  n_time  <= TIME_LED_WEG+TIME_LED_WEY;                  
                    e_time  <= TIME_LED_WEG+TIME_LED_WEY+TIME_LED_WER;            
	                 s_time  <= TIME_LED_WEG+TIME_LED_WEY;               
                    w_time  <= TIME_LED_WEG+TIME_LED_WEY+TIME_LED_WER;    
						  nl_time  <= TIME_LED_WEG+TIME_LED_WEY+TIME_LED_NSY+TIME_LED_NSG;                  
                    el_time  <= TIME_LED_WEG;               
	                 sl_time  <= TIME_LED_WEG+TIME_LED_WEY+TIME_LED_NSY+TIME_LED_NSG;               
                    wl_time  <= TIME_LED_WEG;   
                end 
            end	
	            4'b0110:  begin                    
                e_time  <= time_cnt - 1'b1;                 
                s_time  <= TIME_LED_WEY+time_cnt - 1'b1;            
	             w_time  <= time_cnt - 1'b1;            
                n_time  <= TIME_LED_WEY+time_cnt - 1'b1;  
					 el_time  <= time_cnt - 1'b1;          
                sl_time  <= TIME_LED_WEY+TIME_LED_NSG+TIME_LED_NSY+time_cnt - 1'b1;          
	             wl_time  <= time_cnt - 1'b1;                
                nl_time  <= TIME_LED_WEY+TIME_LED_NSG+TIME_LED_NSY+time_cnt - 1'b1; 
                if (time_cnt > 1)begin
                    time_cnt <= time_cnt - 1'b1;
                    state <= state;
                end 
                else begin
                    time_cnt <= TIME_LED_WEY;
                    state <= 4'b0111;           
						  n_time  <= TIME_LED_WEY;                
                    e_time  <= TIME_LED_WEG+TIME_LED_WEY;            
	                 s_time  <= TIME_LED_WEY;               
                    w_time  <= TIME_LED_WEG+TIME_LED_WEY;   
						  nl_time  <= TIME_LED_WEY+TIME_LED_NSG+TIME_LED_NSY;                  
                    el_time  <= TIME_LED_WEY;                
	                 sl_time  <= TIME_LED_WEY+TIME_LED_NSG+TIME_LED_NSY;               
                    wl_time  <= TIME_LED_WEY;    
                end 
            end	
	            4'b0111:  begin                    
                e_time  <= TIME_LED_WER+time_cnt - 1'b1;             
                s_time  <= time_cnt - 1'b1;           
	             w_time  <= TIME_LED_WER+time_cnt - 1'b1;             
                n_time  <= time_cnt - 1'b1;
					 el_time  <= time_cnt - 1'b1;         
                sl_time  <= TIME_LED_NSY+TIME_LED_NSG+time_cnt - 1'b1;          
	             wl_time  <= time_cnt - 1'b1;              
                nl_time  <= TIME_LED_NSY+TIME_LED_NSG+time_cnt - 1'b1;  
                if (time_cnt > 1)begin
                    time_cnt <= time_cnt - 1'b1;
                    state <= state;
                end 
                else begin
                    time_cnt <= TIME_LED_NSG;
                    state <= 4'b0000;           
						  n_time  <= TIME_LED_NSG;                
                    e_time  <= TIME_LED_WER;            
	                 s_time  <= TIME_LED_NSG;               
                    w_time  <= TIME_LED_WER; 
						  nl_time  <= TIME_LED_NSG+TIME_LED_NSY;                  
                    el_time  <= TIME_LED_WER+TIME_LED_NSY+TIME_LED_NSG;                
	                 sl_time  <= TIME_LED_NSG+TIME_LED_NSY;               
                    wl_time  <= TIME_LED_WER+TIME_LED_NSY+TIME_LED_NSG;   
                end 
            end				
            default: begin
                state <= 4'b0;
                time_cnt <= TIME_LED_NSG;
				    n_time  <= TIME_LED_NSG;                 
                e_time  <= TIME_LED_WER;               
	             s_time  <= TIME_LED_NSG;              
                w_time  <= TIME_LED_WER;  
					 nl_time  <= TIME_LED_NSG+TIME_LED_NSY;              
                el_time  <= TIME_LED_WER+TIME_LED_NSY+TIME_LED_NSG;    
	             sl_time  <= TIME_LED_NSG+TIME_LED_NSY;               
                wl_time  <= TIME_LED_WER+TIME_LED_NSY+TIME_LED_NSG;   
            end 
        endcase
    end 
end                 
endmodule
==> ./run.sh <==
#!/bin/bash
# OpenROAD 26Q1-2900-gdf79404cd8, Yosys 0.63+post, stock flow scripts
make -C /OpenROAD-flow-scripts/flow DESIGN_CONFIG=/design/flow/config.mk WORK_HOME=/design/flow/orfs finish
==> ./config.mk <==
export PLATFORM = sky130hd
export DESIGN_NAME = state_trans_model
export DESIGN_NICKNAME = state_trans_model
export VERILOG_FILES = /design/flow/design.v
export SDC_FILE = /design/flow/constraint.sdc
export NUM_CORES = 4
export LEC_CHECK = 1
export CORE_UTILIZATION = 50
==> ./constraint.sdc <==
current_design state_trans_model

set clk_period 2.7
set clk_io_pct 0.2

create_clock -name clk0 -period $clk_period [get_ports {sys_clk}]

set non_clock_inputs [all_inputs -no_clocks]
set_input_delay [expr $clk_period * $clk_io_pct] -clock clk0 $non_clock_inputs
set_output_delay [expr $clk_period * $clk_io_pct] -clock clk0 [all_outputs]
==> results.cfg <==
; synthesis and place-and-route metrics
[status]
outcome = finished clean

[power]
p_leak_nw = 2.818
power_density_mw_per_mm2 = 111.2
power_frac_comb_pct = 3.0
power_frac_clock_pct = 49.6
seq_power_share_pct = 47.5
switching_power_w = 0.0001465
p_int_w = 0.0006965
p_sw_share_pct = 17.38
ir_drop_mv = 0.4306

[sta]
hold_viol = 0
period_needed_ns = 2.203
fmax_mhz = 453.9
setup_viol = 0
tns_ns = 0
post-route-period-util_pct = 81.60
unconstrained_endpoints = 192
fin_skew_ns = 0.001737
slew_headroom_pct = 41.12
rsz0062_at_grt = false
tightestPinTransition_ns = 0.8832
slew_viol_final = 0
unclocked_pins = 59
setup_ws_ns = 0.4969

[die]
die_y_um = 119.1
io_pins = 86
fp-utilization_pct = 51.59
die_area_mm2 = 0.01419
rows = 42
die_w_um = 119.1
core_mm2 = 0.01330

[placement]
gp_congestion = 0.9722
placed_area_mm2 = 0.007477
place_ws_ns = 0.5699
dp.cells = 986
io_buffers = 84
hpwl_um = 14810

[setup_path]
cpLargestDelayFamily = simple AND/OR/NAND/NOR gates
crit_chain = or4_1, o311ai_0, a32o_1, nor2b_1, buf_4, nor2_1
r2r_slack_ns = 0.50
slowest_stage = or4_1
reg2reg_depth = 6
end_kind = flip-flop
worstPathArrival_ns = 2.39
cp-startpoint = t_count[9]$_DFF_PN0_
r2r-start = t_count[9]$_DFF_PN0_
path_class = reg -> reg
startpoint_type = flip-flop
worst-path-max-fanout = 18
cp.required_ns = 2.89
crit_buf_inv = 1
slowest_delay_ns = 0.52
timing.rr.end = t_count[11]$_DFF_PN0_

[synth]
topCellsByArea = edfxtp_1 (22%), dfrtp_1 (11%), xnor2_1 (5.9%)
ys.flops = 85
yosysWarnings = 1
ys_cells = 807
ys_area_mm2 = 0.006859
yosysTopAreaCell = edfxtp_1
synthCells = 807
yosys.area.top_type_share_pct = 21.89
ys_types = 85
synth_seq_share_pct = 34.73
syn_avg_cell_area_um2 = 8.499
synth-edff-count = 50
syn-cell-area_mm2 = 0.006859
async_reset_ff_share_pct = 41.18
yosys_most_used_dff = edfxtp_1

[clock_tree]
cts_resized = 0
cts_tree = done
cts_setup_buffers = 0
clk_pin_slew_ns = 0.06
cts_htree_levels = 1
cts_made_buffers = 3
cts-hold-fix-buffers = 0
cts-root-buf = clkbuf_16
clk_path_buf_depth = 2
insertion_delay_ns = 0.25

[drt]
final_antenna_net_count = 0
dr_total_vias = 6294
routed_wl_um = 21120
drc = 0
antenna_cells = 0
first_pass_iters = 6
via_per_inst = 6.358
drtIter0Drc = 583
wl_per_cell_um = 21.34

[grt]
grt_pass1_wl_um = 33180
grt_use_total_pct = 31.73
antenna_found_initial = 1
first_global_vias = 5853
overflow = 0
grt_max_degree = 60

[cells_and_area]
final_area_mm2 = 0.007582
drive_above_1_share_pct = 5.405
areaGrowthSynthToFinish_pct = 10.54
fillers = 1176
utilization_pct = 57.03
stdcell_count = 990

[job]
openroad.warnings = 39
cap_violations = 0

[min_path]
hold_path.class = in -> async
## power by group through the flow
stage	registers (W)	clock network, W	logic (W)
6_report	0.000400	0.000418	0.0000249
5_1_grt	0.000400	0.000443	0.0000296
4_1_cts	0.000400	0.000423	0.0000264
## state kept, by name, summed over array words and instances (netlist names)
register	flops
s_time	10
clk_t	1
nl_time	10
state	3
n_time	10
time_cnt	6
e_time	10
wl_time	10
t_count	25
## worst max path at each step
stage,end,slack (ns),depth (start not counted)
6_report,t_count[11]$_DFF_PN0_,0.50,6
5_1_grt,t_count[7]$_DFF_PN0_,0.38,6
4_1_cts,t_count[11]$_DFF_PN0_,0.51,6
## per-layer routing
| metal | GRT usage [%] | routed length [um] | vias to the layer above |
|---|---|---|---|
| met5 | 0 | 0 | - |
| met4 | 8.070 | 542 | 0 |
| met3 | 7.241 | 2234 | 40 |
| met2 | 44.37 | 9013 | 363 |
| met1 | 51.59 | 9334 | 2948 |
| li1 | - | - | 2943 |
## metrics by stage
stage               hold slack, ns  total power, W
CTS                         0.3250       0.0008499
finish                      0.3077       0.0008429
floorplan                   0.2444       0.0004091
global placement            0.4595       0.0004330
global route                0.3497       0.0008726
detailed placement          0.4630       0.0004338
## cells in the mapped netlist, types with 6 or more instances
master and number:
nor2_1 86, nand2_1 78, a21oi_1 53, edfxtp_1 50, o21ai_0 50, xnor2_1 46
nand3_1 36, buf_4 35, dfrtp_1 31, buf_2 24, clkbuf_1 24, xor2_1 23
ha_1 17, nor3_1 17, o22ai_1 16, inv_1 14, a31oi_1 12, nand2b_1 10
nor4_1 8, o211ai_1 8, buf_1 7, nand4_1 7, nor2b_1 7, o31ai_1 7
or3_1 7, a21o_1 6, a22oi_1 6, a32oi_1 6
## final cells by class
class                           count  area (um^2)  area share (%)
Tap cell                          176        220.2           2.904
Sequential cell                    85         2382           31.42
Timing Repair Buffer               97        935.9           12.34
Clock buffer                        3        75.07          0.9901
Inverter                           15        56.30          0.7426
Multi-Input combinational cell    613         3882           51.20
Clock inverter                      1        30.03          0.3960
## placed cells by master (no fill, tap or decap), types with 23 or more instances in the layout
master and n:
a21oi_1 53, nor2_1 86, xnor2_1 46, nand2_1 78
nand3_1 36, clkdlybuf4s50_1 83, dfrtp_1 31, xor2_1 23
edfxtp_1 50, o21ai_0 50
## logic make-up (layout without fill, tap and decap cells)
logic type,count (synthesis),after routing,synth area share (%)
simple gates,287,287,20.16
compound gates,231,231,22.95
buf+inv,109,116,8.665
flops,85,85,34.73
xor+xnor,71,71,9.449
fa+ha+maj,17,17,3.101
mux,6,6,0.8939
other cells,1,1,0.05467
Power is estimated from default activity; no workload was simulated.
